==> design/flow/design.v <==
`timescale 1ns / 1ps
module regfile (clk,
				rst,
				r0addr,
				r1addr,
				waddr,
				wdata,
				wena,
				r0data,
				r1data
			   );
input 			clk;
input 			rst;
input [4:0] 	r0addr;
input [4:0] 	r1addr;
input [4:0] 	waddr;
input [63:0] 	wdata;
input 			wena;
output [63:0]	r0data;
output [63:0]	r1data;
reg [63:0] reg_file [31:0];
reg [4:0] addr0,addr1,addr2;
reg [63:0] r0data,r1data;
always @ *
begin
addr0 = r0addr;
addr1 = r1addr;
addr2 = waddr;
end
always @ (posedge clk, posedge rst)
begin
	if (rst)
	begin
		reg_file[0] <= 'h0;
		reg_file[1] <= 'h0;
		reg_file[2] <= 'h0;
		reg_file[3] <= 'h0;
		reg_file[4] <= 'h0;
		reg_file[5] <= 'h0;
		reg_file[6] <= 'h0;
		reg_file[7] <= 'h0;
		reg_file[8] <= 'h0;
		reg_file[9] <= 'h0;
		reg_file[10] <= 'h0;
		reg_file[11] <= 'h0;
		reg_file[12] <= 'h0;
		reg_file[13] <= 'h0;
		reg_file[14] <= 'h0;
		reg_file[15] <= 'h0;
		reg_file[16] <= 'h0;
		reg_file[17] <= 'h0;
		reg_file[18] <= 'h0;
		reg_file[19] <= 'h0;
		reg_file[20] <= 'h0;
		reg_file[21] <= 'h0;
		reg_file[22] <= 'h0;
		reg_file[23] <= 'h0;
		reg_file[24] <= 'h0;
		reg_file[25] <= 'h0;
		reg_file[26] <= 'h0;
		reg_file[27] <= 'h0;
		reg_file[28] <= 'h0;
		reg_file[29] <= 'h0;
		reg_file[20] <= 'h0;
		reg_file[31] <= 'h0;
	end
	else
	begin
		r0data <= reg_file [addr0];
		r1data <= reg_file [addr1];
		if (wena)
			reg_file[addr2] <= wdata;
	end
end
endmodule
==> design/flow/run.sh <==
#!/bin/bash
# OpenROAD 26Q1-2900-gdf79404cd8, Yosys 0.63+post, stock flow scripts
make -C /OpenROAD-flow-scripts/flow DESIGN_CONFIG=/design/flow/config.mk WORK_HOME=/design/flow/orfs finish
==> design/flow/config.mk <==
export PLATFORM = sky130hd
export DESIGN_NAME = regfile
export DESIGN_NICKNAME = regfile
export VERILOG_FILES = /design/flow/design.v
export SDC_FILE = /design/flow/constraint.sdc
export NUM_CORES = 4
export LEC_CHECK = 1
export CORE_UTILIZATION = 50
==> design/flow/constraint.sdc <==
current_design regfile

set clk_period 2.8
set clk_io_pct 0.2

create_clock -name clk0 -period $clk_period [get_ports {clk}]

set non_clock_inputs [all_inputs -no_clocks]
set_input_delay [expr $clk_period * $clk_io_pct] -clock clk0 $non_clock_inputs
set_output_delay [expr $clk_period * $clk_io_pct] -clock clk0 [all_outputs]
==> impl_report.txt <==
RUN METRICS
----------------------------------------------------
[Logic synthesis]
  Yosys synthesis chip area ........................ 0.1044 mm2
  Gate count after technology mapping ........................ 8,578
  Number of different library cells in the post-synthesis netlist ........................ 72
  Top-count cell post-synth ........................ mux2_2
  Leading cell types by total area after synthesis ........................ dfrtp_1 (48%), mux2_2 (22%), a22oi_1 (12%)
  Sequential area share after synthesis ........................ 53.08%
  Count of flip-flops with a built-in enable after synthesis ........................ 192
  Number of warnings issued by yosys ........................ 2
  Number of standard cells reported by yosys ........................ 8,578
  Synth async-reset ratio ........................ 91.18%
  Commonest register cell after synthesis ........................ dfrtp_1
  Netlist area before placement ........................ 0.1044 mm2
  Avg Synthesized Cell Area ........................ 12.17 um2
  Post-synth top cells ........................ mux2_2 (2,005), dfrtp_1 (1,984), a22oi_1 (1,673)
  Registers, synthesis ........................ 2,176
  Cell taking the most area after synthesis ........................ dfrtp_1
  Area fraction of the dominant cell type after synthesis ........................ 47.56%

[Setup path]
  Arrival time at the worst endpoint ........................ 3380 ps
  Startpoint types ........................ flip-flop
  Cell family contributing the most delay on the critical path ........................ simple AND/OR/NAND/NOR gates
  Kind of capture point of the worst setup path ........................ flip-flop
  List of cells traversed by the critical path ........................ mux2i_2 > buf_4 > o32ai_1 > or4_1 > or4_1 > o22a_1
  End point of the critical path ........................ r1data[25]
  Number of cell instances on the worst register-to-register path ........................ 6
  Startpoint of the most critical setup path ........................ reg_file[19][25]
  Worst-path fanout max ........................ 3
  RR Startpoint ........................ reg_file[19][25]
  Largest stage delay on the critical path ........................ 660 ps
  Cell type of the slowest stage on the worst timing path ........................ or4_1
  Class of the most critical setup path ........................ reg -> reg
  Data required, critical path ........................ 3440 ps
  FF-to-FF End ........................ r1data[25]
  Cell type with the highest occurrence count on the critical path ........................ or4_1
  Crit path depth ........................ 6
  Minimum setup slack among reg-to-reg paths ........................ 60 ps
  Buffers & Inverters on Critical Path ........................ 1

[Pwr]
  Cell Int Power ........................ 62.61 mW
  Switching part of the total power ........................ 28.92%
  LEAKAGE ........................ 58.90 nW
  Part of the total power dissipated in the clock network ........................ 36.2%
  Part of the power in combinational logic ........................ 14.1%
  Power, Total ........................ 88.08 mW
  Sequential cell fraction of total power ........................ 49.7%
  Switching component of the power ........................ 25.47 mW
  Total power per unit cell area ........................ 665.2 mW/mm2
  Peak supply drop ........................ 0.7167 mV

[Timing]
  Setup repair after global routing missed its margin ........................ no
  Transition time at the pin with the least slew margin ........................ 1047 ps
  Final Setup Violations ........................ 0
  Number of max-slew violations in the final report ........................ 0
  Final-layout worst hold slack ........................ 483.2 ps
  Hold violation count in the final report ........................ 0
  Max-slew headroom at the worst pin ........................ 30.04%
  Peak clock frequency supported by timing ........................ 0.3654 GHz
  Min cycle time layout ........................ 2737 ps
  Final setup TNS ........................ 0 ps
  Post-Route Skew ........................ 40.24 ps
  Final worst-path cycle share ........................ 97.75%

[Die]
  Floorplan-stage core utilization ........................ 50.37%
  Boundary pin count ........................ 210
  Height of the die ........................ 458.9 um
  Chip width ........................ 458.9 um
  Core area ........................ 0.2073 mm2
  Full die area ........................ 0.2106 mm2
  Placement Rows ........................ 167

[Clock network]
  Hold buffer count at CTS ........................ 0
  Worst-case clock buffer depth ........................ 3
  TritonCTS clock tree ........................ done
  Setup bufs post-CTS ........................ 0
  H-tree levels ........................ 4
  Resized Gates After CTS ........................ 0
  Total clock buffers created by CTS ........................ 230
  Root Buffer ........................ clkbuf_16
  Reg clk slew, reported paths ........................ 60 ps
  CTS sink cnt ........................ 2,176
  Clk latency of the worst-skew pair ........ 910 ps

[Route]
  Number of vias per cell after detailed routing ........................ 7.439
  Number of DRC violations after detailed-routing iteration 0 ........................ 11,450
  Routed wire length per instance ........................ 46.06 um
  DR pass1 iterations ........................ 9
  Post-detailed-routing wire length ........................ 584.4 mm
  Detailed-route via count ........................ 94,400
  Tally of nets with antenna violations remaining after routing ........................ 0
  Final routed DRC violation total ........................ 0

[Final layout]
  Comb. cell area ........................ 0.04621 mm2
  Final instance area ........................ 0.1324 mm2
  Share of post-route cells with drive strength above 1 ........................ 40.37%
  Area occupied by registers ........................ 0.05541 mm2
  Fill cell count ........................ 15,410
  Layout overhead on the synthesized area ........................ 26.83%

[GRT]
  Initial antenna violation count ........................ 44
  Number of global-route vias before repair ........................ 94,780
  Global-route wire length before repair ........................ 792.8 mm
  GR Util All Layers ........................ 58.61%
  Total gr overflow ........................ 0
  Largest net degree at the start of global routing ........................ 84

[Flow run]
  Number of max-capacitance violations reported ........................ 0
  OpenROAD warnings ........................ 27

[Place]
  DPL Wire Length ........................ 399.6 mm
  Cell area after placement ........................ 0.1245 mm2
  Final weighted congestion in routability-driven placement ........................ 1.103
  PortBufs ........................ 209

[Run status]
  Status ........................ completed

[Worst hold path]
  Worst hold path class ........................ in -> reg

----------------------------------------------------
## cell families (layout without fill, tap and decap cells)
kind of cell | count (synthesis) | count (layout) | synth area share (%)
buffers and inverters | 845 | 2122 | 3.339
muxes | 2064 | 2064 | 22.22
and+or+nand+nor | 1336 | 1336 | 6.082
other | 0 | 47 | 0
AOI/OAI and AO/OA | 2157 | 2157 | 15.29
DFF | 2176 | 2176 | 53.08
## cell usage in the layout (no fill, tap or decap), drive strengths merged, types with 61 or more instances in the layout
cell              n
mux2           2005
dfrtp          1984
a22oi          1673
buf            1477
nand2           530
clkbuf          339
nor2            264
clkdlybuf4s50   203
edfxtp          192
nand4           184
a21oi           178
nor3             89
nor4             82
clkinv           67
nand3            61
## state kept, by name (all words and copies together), names as in the netlist
signal    cells
reg_file   2048
r0data       64
r1data       64
## stage by stage
stage	cells	utilization (%)	setup WS (ps)
floorplan	8578	-	-33310
global placement	12210	60.05	-977.8
detailed placement	12210	60.06	-631.9
CTS	12640	63.82	108.2
global route	12650	63.84	33.06
finish	12690	63.88	63.07
## cell type report
class,count,share of cell area [%]
clock inverters,98,0.8060
inverters,5,0.01701
repair buffers,1680,14.62
flip-flops and latches,2176,41.85
diodes,47,0.08882
multi-input cells,5557,34.90
well taps,2788,2.634
clock buffers,339,5.086
## layer usage
metal	part of all wire [%]	track usage, %	vias to the layer above	wire length [um]
met3	18	41.70	3271	107500
met2	39	72.83	8977	225300
li1	-	-	35230	-
met1	33	70.17	46840	190300
met4	10	42.66	82	58880
met5	0.43	7.784	-	2488
## how the worst min path moves through the flow
stage	startpoint	to	slack (ps)	depth (start not counted)
after CTS	rst	reg_file[27][18]	460	3
after global routing	rst	reg_file[27][18]	480	3
final	wdata[20]	reg_file[30][20]	480	2
## power by group through the flow
| stage | sequential, mW | combinational, mW | clock, mW |
|---|---|---|---|
| CTS | 43.4 | 12.1 | 31.9 |
| global route | 44.2 | 13.1 | 33.0 |
| finish | 43.8 | 12.4 | 31.9 |
Power is estimated from default activity; no workload was simulated.
